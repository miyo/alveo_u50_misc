$ cat /design/flow/run.sh
#!/bin/bash
# OpenROAD 26Q1-2900-gdf79404cd8, Yosys 0.63+post, stock flow scripts
make -C /OpenROAD-flow-scripts/flow DESIGN_CONFIG=/design/flow/config.mk WORK_HOME=/design/flow/orfs finish
$ cat /design/flow/config.mk
export PLATFORM = sky130hd
export DESIGN_NAME = ether_tx
export DESIGN_NICKNAME = ether_tx
export VERILOG_FILES = /design/flow/design.v
export SDC_FILE = /design/flow/constraint.sdc
export NUM_CORES = 4
export LEC_CHECK = 1
export CORE_AREA = 10 10 500 500
export DIE_AREA = 0 0 510 510
$ cat /design/flow/constraint.sdc
current_design ether_tx

set clk_period 66.6
set clk_io_pct 0.2

create_clock -name clk0 -period $clk_period [get_ports {clk}]

set non_clock_inputs [all_inputs -no_clocks]
set_input_delay [expr $clk_period * $clk_io_pct] -clock clk0 $non_clock_inputs
set_output_delay [expr $clk_period * $clk_io_pct] -clock clk0 [all_outputs]
$ cat /design/flow/design.v
`default_nettype none
module ether_tx
(
input wire clk,
input wire reset,
input wire [111:0] ether_header_data,
input wire ether_header_valid,
input wire [511:0] ether_data_data,
input wire ether_data_valid,
input wire ether_data_sop,
input wire ether_data_eop,
input wire [7:0] ether_data_mty,
output reg [511:0] send_data,
output reg send_valid,
output reg send_sop,
output reg send_eop,
output reg [7:0] send_mty
);
    enum {IDLE, RECV_ALL, LAST_ONE} state;
    reg [399:0] send_buf;
    reg [7:0] send_mty_reg;
    always @(posedge clk) begin
	case(state)
	    IDLE: begin
		if(ether_header_valid == 1'b1 && ether_data_sop == 1'b1 && ether_data_valid == 1'b1) begin
		    send_data <= {ether_header_data, ether_data_data[511:112]};
		    send_valid <= 1'b1;
		    send_sop <= 1'b1;
		    send_buf <= ether_data_data[111:0];
		    if(ether_data_eop == 1'b1) begin
			if(ether_data_mty >= 14) begin
			    send_mty <= ether_data_mty - 14;
			    send_eop <= 1'b1;
			    state <= IDLE;
			end else begin
			    send_mty_reg <= ether_data_mty + 50;
			    send_eop <= 1'b0;
			    state <= LAST_ONE;
			end
		    end else begin
			send_eop <= 1'b0;
			state <= RECV_ALL;
		    end
		end else begin
		    send_data <= 512'd0;
		    send_valid <= 1'b0;
		    send_sop <= 1'b0;
		    send_eop <= 1'b0;
		    send_mty <= 8'd0;
		    send_buf <= 112'd0;
		    send_mty_reg <= 8'd0;
		end
	    end
	    RECV_ALL: begin
		if(ether_data_valid == 1'b1) begin
		    send_data <= {send_buf, ether_data_data[511:112]};
		    send_valid <= 1'b1;
		    send_sop <= 1'b0;
		    send_buf <= ether_data_data[111:0];
		    if(ether_data_eop == 1'b1) begin
			if(ether_data_mty >= 14) begin
			    send_mty <= ether_data_mty - 14;
			    send_eop <= 1'b1;
			    state <= IDLE;
			end else begin
			    send_mty_reg <= ether_data_mty + 50;
			    send_eop <= 1'b0;
			    state <= LAST_ONE;
			end
		    end
		end else begin
		    send_valid <= 1'b0;
		end
	    end
	    LAST_ONE: begin
		send_data <= {send_buf, 400'd0};
		send_valid <= 1'b1;
		send_eop <= 1'b1;
		send_sop <= 1'b0;
		send_mty <= send_mty_reg;
		state <= IDLE;
	    end
	    default: begin
		state <= IDLE;
	    end
	endcase
    end
endmodule  
`default_nettype wire
==> flow_metrics.py <==
# Auto-generated metrics
metrics = {
    "outcome": {
        "outcome": "complete, no violations",
    },
    "cts": {
        "hold_buffers": 0,
        "path_clk_slew_ns": 0.06,
        "tritoncts": "done",
        "clock-sinks": 645,
        "post_cts_buffers": 0,
        "post_cts_resized": 0,
        "root_buffer": "clkbuf_16",
        "cts_htree_levels": 3,
        "cts_buffers": 83,
        "worstSkewPairLatency_ns": 0.70,
        "max-clock-path-buffers": 3,
    },
    "timing": {
        "worst_slack_ns": 50.16,
        "layout_min_cycle_time_ns": 16.44,
        "fin_crit_sh_pct": 24.7,
        "setup_viol": 0,
        "fmax_mhz": 60.8,
        "slew_violations": 0,
        "holdWs_ns": 0.530,
        "hold_viol_final": 0,
        "rsz0062_at_grt": "no",
        "max_slew_margin_pct": 45.8,
        "tightest_slew_ns": 0.813,
        "fin_setup_tns_ns": 0,
        "finalClockSkew_ns": 0.0257,
    },
    "route": {
        "ant_nets": 0,
        "avgRoutedWirePerCell_um": 25.7,
        "drt_iter0_drc": 1028,
        "firstDrtPassIters": 5,
        "drcViolationCount": 0,
        "num_vias": 17246,
        "finalWirelength_um": 151000,
        "avgViaCountPerCell": 2.94,
    },
    "synth": {
        "synth_top_area_share_pct": 77.8,
        "syn_avg_cell_area_um2": 17.3,
        "synth_stat.cells": 1439,
        "synth_top_cell_by_area": "edfxtp_1",
        "syn_area_um2": 24900,
        "async_flop_share_pct": 0,
        "top_cells_by_area": "edfxtp_1 (78%), and2_2 (5.8%), and2_1 (5.2%), a22o_1 (3.9%), nor2b_1 (2.7%)",
        "ys.flops": 645,
        "ff_type": "edfxtp_1",
        "yosys_area_um2": 24900,
        "ys_types": 42,
        "yosys_warnings": 1,
        "edf_count": 645,
        "postSynthSeqShare_pct": 77.8,
        "synthCells": 1439,
    },
    "grt": {
        "grt_pass1_wl_um": 186000,
        "grt_pass1_vias": 17858,
        "antenna_found_initial": 108,
        "track_usage_pct": 11.3,
        "gr-total-overflow": 0,
        "grt_max_degree": 169,
    },
    "floorplanning": {
        "dieArea_um2": 260000,
        "chipWidth_um": 510,
        "ios": 1161,
        "fp_util_pct": 10.5,
        "rows": 179,
        "dieHeight_um": 510,
        "fp.coreArea_um2": 238000,
    },
    "pwr": {
        "leakage_nw": 15.0,
        "p_seq_share_pct": 40.7,
        "switching_power_mw": 0.605,
        "pwr-share-clk_pct": 22.9,
        "ir_drop_mv": 0.0298,
        "finalPower_mw": 1.87,
        "p_comb_share_pct": 36.3,
        "p_per_area_nw_per_um2": 43.7,
        "p_sw_share_pct": 32.3,
        "intPower_mw": 1.26,
    },
    "worst_setup_path": {
        "cpPeakStageDelay_ns": 0.70,
        "end_kind": "flop",
        "crit_chain": "clkdlybuf4s50_1 > inv_1 > a21oi_4 > buf_4 > buf_4 > buf_4",
        "critPathSlowestCell": "clkdlybuf4s50_1",
        "cp.buffers_inverters": 5,
        "path_delay_family": "buffers and inverters",
        "crit_top_cell": "buf_4",
        "startpoint_type": "primary input",
        "critPathArrivalTime_ns": 16.77,
        "critPathKind": "in2reg",
        "required_ns": 66.93,
        "crit_fanout": 65,
    },
    "final_layout": {
        "drive_gt1_share_pct": 12.6,
        "nFillCells": 25758,
        "regArea_um2": 19400,
        "fin_area_um2": 42800,
        "largest_reg_flops": 512,
        "syn_to_final_growth_pct": 71.9,
        "mi_logic_area_um2": 5060,
    },
    "worst_hold_path": {
        "hp-class": "reg2reg",
    },
    "run": {
        "drv_cap": 0,
        "warnings": 36,
    },
    "placed_design": {
        "placed_area_um2": 40200,
        "io_buffers": 1159,
        "dpl_worst_slack_ns": 49.30,
        "hpwlAfterDp_um": 128000,
        "gp_congestion": 0.906,
    },
}
## cell usage after synthesis, types with 2 or more instances
cell / n
xnor2_1: 3
clkbuf_2: 36
and3_1: 2
and2b_1: 6
a22o_1: 112
mux2i_1: 9
nor2_1: 6
and2_1: 208
inv_1: 6
a21oi_1: 8
and2_2: 194
buf_6: 14
ha_1: 5
buf_2: 12
buf_1: 3
nand2_1: 11
edfxtp_1: 645
xor2_1: 2
nand3_1: 2
nor2b_1: 108
o21ai_0: 6
clkbuf_1: 21
## per-stage QoR
step,std cells,util (%)
2_1_floorplan,1439,-
3_3_place_gp,5700,16.9
3_5_place_dp,5700,16.9
4_1_cts,5850,17.9
5_1_grt,5862,18.0
6_report,5871,18.0
## kinds of logic (layout without fill, tap and decap cells)
| group | count (synthesis) | count (layout) | synth area share (%) |
|---|---|---|---|
| multiplexers | 10 | 10 | 0.407 |
| AND-OR/OR-AND | 138 | 138 | 4.71 |
| XOR/XNOR | 5 | 5 | 0.176 |
| other | 0 | 21 | 0 |
| adder cells (fa/ha/maj) | 5 | 5 | 0.251 |
| buffers and inverters | 92 | 1336 | 2.05 |
| flip-flops | 645 | 645 | 77.8 |
| AND/OR/NAND/NOR | 544 | 544 | 14.6 |
## power by group through the flow
stage / registers [mW] / logic, mW / clock network [mW]
global route: 0.779 / 0.750 / 0.460
finish: 0.762 / 0.679 / 0.429
CTS: 0.766 / 0.711 / 0.445
## cells in the final DEF (no fill, tap or decap), types with 3 or more instances in the layout
cell type	synthesis	final
clkbuf_16	0	84
clkinv_2	0	5
diode_2	0	21
clkdlybuf4s50_1	0	1159
mux2i_1	9	9
nor2_1	6	6
inv_1	6	6
xnor2_1	3	3
o21ai_0	6	6
clkinvlp_4	0	7
buf_4	0	19
nand2_1	11	11
nor2b_1	108	108
inv_6	0	7
and2b_1	6	6
edfxtp_1	645	645
a22o_1	112	112
clkinv_1	0	23
and2_2	194	194
clkbuf_1	21	15
and2_1	208	208
a21oi_1	8	7
ha_1	5	5
## area by class of cell
cell class	instances	share of cell area (%)
clock buffer	99	5.04
inverter	6	0.0526
antenna	21	0.123
multi-input combinational	702	11.8
tap	3167	9.25
sequential	645	45.2
timing repair buffer	1180	27.5
clock inverter	51	0.953
## per-layer routing
metal | GRT usage (%) | wire length [µm] | up-vias
met1 | 10.8 | 46900 | 8148
met5 | 0.530 | 364 | -
met3 | 9.99 | 29200 | 279
met2 | 17.4 | 68900 | 1150
met4 | 3.85 | 5560 | 28
li1 | - | - | 7641
## final timing paths
check                                                 to  slack, ns  cells after the start                   start
worst max-delay path            send_data[238]$_DFFE_PP_      50.16                      6        ether_data_valid
worst max register to register  send_data[238]$_DFFE_PP_      62.72                      5      state[0]$_DFFE_PP_
worst min register to register  send_data[479]$_DFFE_PP_       0.53                      1  send_buf[79]$_DFFE_PP_
worst min-delay path            send_data[479]$_DFFE_PP_       0.53                      1  send_buf[79]$_DFFE_PP_
Power is estimated from default activity; no workload was simulated.
