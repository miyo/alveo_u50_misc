==> flow/constraint.sdc <==
current_design resetgen

set clk_period 3.7
set clk_io_pct 0.2

create_clock -name clk0 -period $clk_period [get_ports {clk}]

set non_clock_inputs [all_inputs -no_clocks]
set_input_delay [expr $clk_period * $clk_io_pct] -clock clk0 $non_clock_inputs
set_output_delay [expr $clk_period * $clk_io_pct] -clock clk0 [all_outputs]
==> flow/run.sh <==
#!/bin/bash
# OpenROAD 26Q1-2900-gdf79404cd8, Yosys 0.63+post, stock flow scripts
make -C /OpenROAD-flow-scripts/flow DESIGN_CONFIG=/design/flow/config.mk WORK_HOME=/design/flow/orfs finish
==> flow/design.v <==
`default_nettype none
module resetgen#(parameter RESET_COUNT=100)
    (
     input wire clk,
     input wire reset_in,
     output wire reset_out
     );
    reg [15:0] reset_counter = 16'd0;
    reg reset_reg = 1'b1;
    assign reset_out = reset_reg;
    always @(posedge clk) begin
	if(reset_in == 1'b1) begin
	    reset_reg <= 1'b1;
	    reset_counter <= 0;
	end else begin
	    if(reset_counter < RESET_COUNT) begin
		reset_counter <= reset_counter + 1;
		reset_reg <= 1'b1;
	    end else begin
		reset_reg <= 1'b0;
	    end
      end
   end
endmodule  
`default_nettype wire
==> flow/config.mk <==
export PLATFORM = sky130hd
export DESIGN_NAME = resetgen
export DESIGN_NICKNAME = resetgen
export VERILOG_FILES = /design/flow/design.v
export SDC_FILE = /design/flow/constraint.sdc
export NUM_CORES = 4
export LEC_CHECK = 1
export CORE_AREA = 10 10 70 70
export DIE_AREA = 0 0 80 80
==> impl_summary.log <==
[flow] final metrics
[metrics] Critical R2R Launch: reset_counter[2]$_SDFFE_PP0N_
[metrics] Starting Density: 0.1755
[metrics] yosys cell count: ~60
[metrics] max-cap violations: 0
[metrics] number of distinct library cells after synthesis: 22
[metrics] largest fanout on the critical path: 12
[metrics] Worst Hold Launch: reset_counter[6]$_SDFFE_PP0N_
[metrics] final design instance area without fill: a little under 700 um^2
[metrics] Seq share, synth: 0.5678
[metrics] Most used DFF post-synth: dfxtp_1
[metrics] die height: ~80 um
[metrics] hold violation total from the final report: 0
[metrics] combined flip-flop and latch cell area: between 300 and 400 um^2
[metrics] Area growth, synth to finish: 15.66%
[metrics] share of flip-flops with an asynchronous set or reset: 0
[metrics] number of cells upsized or downsized after cts: 0
[metrics] placed wire-length estimate: around 600 um
[metrics] post-synthesis instance area: between 500 and 600 um^2
[metrics] Worst-Skew Late Latency: between 200 and 300 ps
[metrics] antenna cell count: 0
[metrics] remaining antenna violation count after routing: 0
[metrics] layout cell share with drive strength beyond 1: 0.07692
[metrics] Slew headroom: 0.6364
[metrics] aggregate routed wire length: slightly below 900 um
[metrics] number of flip-flops in the largest register: 16
[metrics] number of standard-cell rows in the floorplan: 21
[metrics] initial antenna violation count: 0
[metrics] portion of the clock cycle consumed by the worst path in the final layout: 0.5112
[metrics] total power: approximately 290 uW
[metrics] remaining global-route overflow: 0
[metrics] reported leakage power: ~0.24 nW
[metrics] area share of the leading cell type in the synthesized netlist: 0.5678
[metrics] ports placed on the boundary: 3
[metrics] power per cell area: approximately 430 nW/um^2
[metrics] element type at the critical path start: flip-flop
[metrics] Post-Synthesis Cells: ~61
[metrics] via/cell ratio: between 3 and 4
[metrics] tally of OpenROAD warnings: 25
[metrics] worst slack, placed: around 1800 ps
[metrics] final core utilization: 0.2029
[metrics] required time of the critical path: 3910 ps
[metrics] FF-to-FF End: reset_counter[4]$_SDFFE_PP0N_
[metrics] global-route wire length before repair: approximately 1.5 mm
[metrics] total iterations of the first detailed-routing run: 4
[metrics] final worst hold slack: approximately 460 ps
[metrics] Filler Cell Count: 374
[metrics] final period demand of the worst path: about 1900 ps
[metrics] core outline area: approximately 3400 um^2
[metrics] R2R depth: 4
[metrics] post-route insts no fill: 111
[metrics] routed via count: 395
[metrics] met3 Use GR: 0.006818
[metrics] Hold Path Class: reg2reg
[metrics] number of sinks driven by the clock tree: 17
[metrics] CP Data Arrival Time: between 2000 and 2500 ps
[metrics] layer with the highest usage after global routing: met1
[metrics] total of hold buffers inserted after clock tree synthesis: 0
[metrics] setup bufs post-CTS: 0
[metrics] sink of the worst hold path: reset_counter[6]$_SDFFE_PP0N_
[metrics] detailed-route DRC error count: 0
[metrics] final setup vio count: 0
[metrics] Die Size: ~6400 um^2
[metrics] MI comb area: around 240 um^2
[metrics] clock slew at the register clock pins of the worst setup and hold paths: 100 ps
[metrics] fmax: about 0.53 GHz
[metrics] top cell type by total area after synthesis: dfxtp_1
[metrics] Cell Count Post-Placement: between 100 and 150
[metrics] via count of the first global-routing pass: approximately 350
[metrics] Synth area leaders: dfxtp_1, nor2b_1, a21oi_1, or3_1, o21ai_0
[metrics] horizontal die dimension: 80 um
[metrics] outcome: complete, no violations
[metrics] crit path setup slack, layout: approximately 1800 ps
[metrics] average wire per standard cell: 8.000 um
[metrics] max-slew violation count: 0
[metrics] YS chip area: 599.3 um^2
[metrics] Max Buffers Root-to-Sink: 2
[metrics] 1st-iter DRT viols: approximately 50
[metrics] capturing element type of the critical path: flip-flop
[metrics] post-placement cell area: 665.6 um^2
[metrics] largest net degree at the start of global routing: 18
[metrics] global router's overall resource usage: 0.02848
[metrics] post-synth tally of flip-flops with integrated enable: 0
[metrics] Root Driver: clkbuf_4
[metrics] total clock buffers created by CTS: 3
[metrics] type of the setup path with the least slack: reg2reg
[metrics] setup_tns: 0 ps
[metrics] worst-margin pin slew: between 500 and 600 ps
[metrics] Global Route met1 Usage: 0.04221
[metrics] Synth flops: 17
[metrics] top cell types by occurrence after synthesis: dfxtp_1, nor2b_1, a21oi_1
[metrics] average instance area after synthesis: approximately 9.8 um^2
[metrics] Max H-tree Level: 1
[metrics] worst setup slack for register-to-register paths: 1810 ps
[metrics] launching instance or port of the critical path: reset_counter[2]$_SDFFE_PP0N_
[metrics] global placer's final weighted congestion: 0.7630
[metrics] Post-Route Skew: ~0.73 ps
[metrics] total number of yosys warnings: 1
[metrics] CTS tree: built
[metrics] cell depth of the worst hold path: 2
[metrics] unrepaired setup endpoints after global routing: false
[metrics] # port buffers: 2
[metrics] top-count cell post-synth: dfxtp_1
[metrics] maximum VDD drop: ~84 uV
[metrics] met2 capacity usage during global routing: 0.03531
## critical path: stages, from the launching register on
cell and delay (ps):
dfxtp_1 360, o311ai_1 300, nand4_1 410, or4_1 590, a21oi_1 150
## per-layer routing
layer,share of wire,vias to the layer above
li1,-,219
met3,0.041,2
met4,0.053,0
met1,0.53,167
met2,0.37,7
met5,0,-
## where the power goes
part           total, mW  internal (mW)  leakage, nW  switching, mW
Combinational    0.00942        0.00395       0.0831        0.00546
Sequential         0.189          0.186        0.138        0.00305
Clock             0.0966         0.0401       0.0177         0.0564
## area by class of cell
class,instances,share of cell area
sequential,17,0.4910
multi-input combinational,40,0.3466
tap,46,0.08303
clock buffer,3,0.03249
timing repair buffer,2,0.02888
inverter,2,0.01083
clock inverter,1,0.007220
## placed cells by master, fill, tap and decap left out
master and instances:
inv_1 2, nor3_1 1, or2b_1 1, nand2_1 3, ha_1 1, dfxtp_1 17
nand4_1 1, or2_2 1, nor4_1 1, mux2i_1 1, nor2_1 3, clkbuf_4 3
or4_1 1, a21oi_1 5, clkdlybuf4s50_1 2, o311ai_1 1, nand3_1 2, o21ai_0 3
or3_1 4, clkinv_2 1, o31ai_1 1, xor2_1 1, nor2b_1 9
## kinds of logic (layout without fill, tap and decap cells)
logic type,count (synthesis),in the layout,share of synthesized area
mux,1,1,0.01670
flops,17,17,0.5679
fa+ha+maj,1,1,0.02087
buf+inv,4,8,0.03132
compound gates,10,10,0.09394
xor+xnor,1,1,0.01462
simple gates,27,27,0.2547
## worst max path at each step
stage                                   end  slack, ps  cells past startpoint
finish        reset_counter[4]$_SDFFE_PP0N_       1810                      4
global route  reset_counter[4]$_SDFFE_PP0N_       1680                      4
CTS           reset_counter[4]$_SDFFE_PP0N_       1800                      4
No activity file was given, so power comes from the tool's default toggle rates.
