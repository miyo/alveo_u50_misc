<file path="design.v">
`default_nettype none
module ether_rx#(parameter APP_KEY=16'h6000)
(
input wire clk,
input wire reset,
input wire [511:0] recv_data,
input wire recv_valid,
input wire recv_sop,
input wire recv_eop,
input wire [7:0] recv_mty,
output reg [111:0] ether_header_data,
output reg ether_header_valid,
output reg [511:0] ether_data_data,
output reg ether_data_valid,
output reg ether_data_sop,
output reg ether_data_eop,
output reg [7:0] ether_data_mty
);
    enum {IDLE, RECV_ALL, LAST_ONE} state;
    reg [399:0] recv_buf;
    reg [7:0] recv_mty_reg;
    reg ether_data_sop_reg;
    always @(posedge clk) begin
	case(state)
	    IDLE: begin
		if(recv_sop == 1'b1 && recv_valid == 1'b1 && recv_data[415:400] == APP_KEY) begin
		    ether_header_data <= recv_data[511:400];
		    ether_header_valid <= 1'b1;
		    if(recv_eop == 1'b1) begin
			ether_data_data <= {recv_data[399:0], 112'd0};
			ether_data_eop <= 1'b1;
			ether_data_sop <= 1'b1;
			ether_data_valid <= 1'b1;
			ether_data_mty <= recv_mty - 14;
			state <= IDLE;
		    end else begin
			ether_data_valid <= 1'b0;
			ether_data_sop_reg <= 1'b1;
			recv_buf <= recv_data[399:0];
			state <= RECV_ALL;
		    end
		end else begin
		    ether_header_data <= 112'd0;
		    ether_header_valid <= 1'b0;
		    ether_data_data <= 512'd0;
		    ether_data_valid <= 1'b0;
		    ether_data_sop <= 1'b0;
		    ether_data_eop <= 1'b0;
		    ether_data_mty <= 8'd0;
		    recv_buf <= 400'd0;
		    recv_mty_reg <= 8'd0;
		    ether_data_sop_reg <= 1'b0;
		end
	    end
	    RECV_ALL: begin
		if(recv_valid == 1'b1) begin
		    ether_data_data <= {recv_buf[399:0], recv_data[511:400]};
		    ether_data_valid <= 1'b1;
		    ether_data_sop <= ether_data_sop_reg;
		    ether_data_sop_reg <= 1'b0;
		    recv_buf <= recv_data[399:0];
		    if(recv_eop == 1'b1) begin
			if(recv_mty >= 50) begin
			    ether_data_mty <= recv_mty - 50;
			    ether_data_eop <= 1'b1;
			    state <= IDLE;
			end else begin
			    ether_data_eop <= 1'b0;
			    recv_mty_reg <= recv_mty + 14;
			    state <= LAST_ONE;
			end
		    end
		end else begin
		    ether_data_valid <= 1'b0;
		end
	    end
	    LAST_ONE: begin
		ether_data_data <= {recv_buf, 112'h0};
		ether_data_valid <= 1'b1;
		ether_data_eop <= 1'b1;
		ether_data_sop <= 1'b0;
		ether_data_mty <= recv_mty_reg;
		state <= IDLE;
	    end
	    default: begin
		state <= IDLE;
	    end
	endcase
    end
endmodule  
`default_nettype wire
</file>
<file path="run.sh">
#!/bin/bash
# OpenROAD 26Q1-2900-gdf79404cd8, Yosys 0.63+post, stock flow scripts
make -C /OpenROAD-flow-scripts/flow DESIGN_CONFIG=/design/flow/config.mk WORK_HOME=/design/flow/orfs finish
</file>
<file path="config.mk">
export PLATFORM = sky130hd
export DESIGN_NAME = ether_rx
export DESIGN_NICKNAME = ether_rx
export VERILOG_FILES = /design/flow/design.v
export SDC_FILE = /design/flow/constraint.sdc
export NUM_CORES = 4
export LEC_CHECK = 1
export CORE_AREA = 10 10 496 496
export DIE_AREA = 0 0 506 506
</file>
<file path="constraint.sdc">
current_design ether_rx

set clk_period 66.0
set clk_io_pct 0.2

create_clock -name clk0 -period $clk_period [get_ports {clk}]

set non_clock_inputs [all_inputs -no_clocks]
set_input_delay [expr $clk_period * $clk_io_pct] -clock clk0 $non_clock_inputs
set_output_delay [expr $clk_period * $clk_io_pct] -clock clk0 [all_outputs]
</file>
==> results.py <==
# Synthesis and PnR figures
metrics = {
    "floorplan": {
        "io_pins": 1161,
        "fp.coreArea_um2": 235000,
        "fp_util_pct": 17.1,
        "die_y_um": 506,
        "chipArea_um2": 256000,
        "fp.dieW_um": 506,
        "num_rows": 178,
    },
    "pwr": {
        "irDropWorstVdd_v": 0.0000215,
        "power_density_nw_per_um2": 24.1,
        "leakagePower_nw": 19.2,
    },
    "min_path": {
        "hold_path_class": "flip-flop to flip-flop",
    },
    "cts": {
        "clock_path_buffers": 3,
        "cts_tree": "done",
        "cts_setup_buffers": 0,
        "numCtsBuffers": 119,
        "cts.sinks": 1047,
        "postCtsResizedCells": 0,
        "clk_latency_ns": 0.81,
        "h-tree-depth": 3,
        "cts_root_buf": "clkbuf_16",
        "clk_pin_slew_ns": 0.06,
        "cts.hold.buffers_added": 0,
    },
    "setup_path": {
        "cp-start-kind": "input port",
        "arrival_ns": 17.63,
        "crit_chain": "clkdlybuf4s50_1 -> or4b_1 -> nor4_4 -> buf_4 -> nand2_1 -> inv_1 -> a31oi_4 -> buf_4 -> buf_4 -> buf_4",
        "slowest_delay_ns": 0.68,
        "critPathCaptureType": "flip-flop",
        "crit_type": "input port to flip-flop",
        "path_buffers": 6,
        "required_ns": 66.42,
        "cp_top_family": "buffers and inverters",
        "cp_max_fo": 49,
        "slowest_stage": "clkdlybuf4s50_1",
        "crit_top_cell": "buf_4",
    },
    "cells_and_area": {
        "fill_cells": 24000,
        "drive_above_1_share_pct": 6.79,
        "top_regs": "ether_data_data x512, recv_buf x400, ether_header_data x112",
        "syn2layout_area_growth_pct": 48.4,
        "final_core_util_pct": 25.4,
        "regMostFlops": "ether_data_data",
        "largest_reg_flops": 512,
    },
    "global_route": {
        "grt_max_degree": 105,
        "grt_pass1_vias": 26500,
        "grt_overflow_total": 0,
        "antenna_found_initial": 195,
        "grt_use_total_pct": 14.3,
        "grt_pass1_wl_um": 244000,
    },
    "synth": {
        "syn_inst": 2358,
        "syn-cell-area_um2": 40300,
        "yosys.stat.seqShare_pct": 78.1,
        "synthTopCellsByCount": "edfxtp_1, nor2b_1, a22o_1, and3_1, clkbuf_1",
        "ff_type": "edfxtp_1",
        "synth.most_common_cell": "edfxtp_1",
        "yosysTopAreaCell": "edfxtp_1",
        "synth.yosys.warnings": 1,
        "async_flop_share_pct": 0,
        "edf_count": 1047,
        "top_cells_by_area": "edfxtp_1, a22o_1, nor2b_1",
        "top_area_share_pct": 78.1,
        "yosysUniqueCellTypes": 48,
        "avgSynthCellArea_um2": 17.1,
        "yosysCellCount": 2358,
        "synth_flops": 1047,
        "synth_chip_area_um2": 40300,
    },
    "timing": {
        "relSlewSlack_pct": 34.6,
        "hold_violations": 0,
        "fmax_ghz": 0.0581,
        "clock-skew-final_ns": 0.0581,
        "min_period_ns": 17.20,
        "timing.setup.tns_ns": 0,
        "rsz0062_at_grt": "false",
        "fin_crit_sh_pct": 26.1,
        "finalSetupViolCount": 0,
        "drv_slew": 0,
        "tightest_slew_ns": 0.981,
    },
    "outcome": {
        "outcome": "finished clean",
    },
    "placement": {
        "gp_congestion": 0.977,
        "post-dp-hpwl_um": 144000,
        "io_buffers": 1159,
    },
    "route": {
        "drc": 0,
        "routedWlPerCell_um": 27.0,
        "dr.pass1.iters": 7,
        "antenna_left": 0,
        "avgViaCountPerCell": 3.85,
        "drt-total-wl_um": 184000,
        "vias": 26200,
        "drt-initial-drc-count": 1394,
    },
    "job": {
        "warnings": 41,
        "maxCapViolations": 0,
    },
}
-- stage by stage --
step                power (mW)  area, um^2  std cells  worst slack [ns]  hold WS [ns]
floorplan                0.739       40300       2371             25.91         0.492
global placement         0.776       55600       6544             48.01         0.522
detailed placement       0.777       55600       6544             47.98         0.520
CTS                       1.46       59600       6772             48.89         0.483
global route              1.49       59600       6777             48.66         0.524
finish                    1.44       59700       6811             48.80         0.484
-- per-layer routing --
metal / global-route usage (%) / routed length (um)
met4: 3.14 / 5870
met5: 0 / 1280
met2: 21.5 / 81100
met3: 11.5 / 33300
met1: 15.7 / 62500
-- cell usage in the layout, fill, tap and decap left out, drive strengths merged, types with 4 or more instances in the layout --
cell type	n
a21oi	10
a22o	400
and3	209
buf	50
bufinv	12
clkbuf	132
clkdlybuf4s50	1159
clkinv	64
clkinvlp	11
conb	14
diode	39
edfxtp	1047
ha	6
inv	23
nand2	8
nand2b	4
nor2	12
nor2b	401
nor4	4
o21ai	7
-- report_power, final --
part           switching (mW)  leakage [nW]  internal (mW)
Combinational          0.0117          8.42         0.0311
Sequential          0.0000211          8.86          0.720
Clock                   0.296          1.93          0.381
-- layout make-up --
| type | instances | area [um^2] | share of cell area [%] |
|---|---|---|---|
| clock buffers | 132 | 3030 | 5.07 |
| multi-input cells | 1124 | 8140 | 13.6 |
| well taps | 3150 | 3940 | 6.60 |
| flip-flops and latches | 1047 | 31400 | 52.6 |
| clock inverters | 96 | 998 | 1.67 |
| diodes | 39 | 97.6 | 0.163 |
| inverters | 14 | 52.6 | 0.0880 |
| repair buffers | 1209 | 12000 | 20.1 |
-- final timing paths --
path                                    start                    to  slack [ns]  depth (start not counted)
worst max-delay path               recv_valid         recv_buf[166]       48.80                         10
worst max register to register       state[0]  ether_data_data[442]       60.79                          9
worst min register to register  recv_buf[343]  ether_data_data[455]        0.48                          1
worst min-delay path            recv_buf[343]  ether_data_data[455]        0.48                          1
-- kinds of logic (layout without fill, tap and decap cells) --
kind of cell    Yosys count  in the layout  share of synthesized area [%]
flops                  1047           1047                           78.1
other cells               1             53                        0.00932
fa+ha+maj                 6              6                          0.186
compound gates          436            436                           9.28
mux                       2              2                         0.0497
xor+xnor                  6              6                          0.131
buf+inv                 200           1451                           2.02
simple gates            660            660                           10.2
Power and IR drop assume default switching activity.
